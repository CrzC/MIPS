==> design/flow/design.v <==
`timescale 1ns / 1ps
module ProgramCounter(
    input clk,
    input reset,
    input [31:0] in_data,
    output reg [31:0] out_data
    );
  reg [31:0]data;
  always @(posedge clk or posedge reset)
     begin 
      if(reset)
        out_data <= 32'd0;
      else
        out_data <=in_data;
   		end
endmodule
==> design/flow/run.sh <==
#!/bin/bash
# OpenROAD 26Q1-2900-gdf79404cd8, Yosys 0.63+post, stock flow scripts
make -C /OpenROAD-flow-scripts/flow DESIGN_CONFIG=/design/flow/config.mk WORK_HOME=/design/flow/orfs finish
==> design/flow/config.mk <==
export PLATFORM = sky130hd
export DESIGN_NAME = ProgramCounter
export DESIGN_NICKNAME = ProgramCounter
export VERILOG_FILES = /design/flow/design.v
export SDC_FILE = /design/flow/constraint.sdc
export NUM_CORES = 4
export LEC_CHECK = 1
export CORE_AREA = 10 10 106 106
export DIE_AREA = 0 0 116 116
==> design/flow/constraint.sdc <==
current_design ProgramCounter

set clk_period 1.0
set clk_io_pct 0.2

create_clock -name clk0 -period $clk_period [get_ports {clk}]

set non_clock_inputs [all_inputs -no_clocks]
set_input_delay [expr $clk_period * $clk_io_pct] -clock clk0 $non_clock_inputs
set_output_delay [expr $clk_period * $clk_io_pct] -clock clk0 [all_outputs]
==> flow_metrics.env <==
# yosys + openroad results
export IMPL_status="completed"
export IMPL_fin_ws_ps=35.4
export IMPL_power_w=0.00258
export IMPL_gp_congestion=0.665
export IMPL_yosys_cells=33
export IMPL_fp_dieW_um=116
export IMPL_setup_viol=0
export IMPL_die_height_um=116
export IMPL_place_ws_ps=-19.2
export IMPL_maxCapViolCount=0
export IMPL_timing_hold_ws_ps=287
export IMPL_grt_max_degree=26
export IMPL_worst_setup_path_end_kind="primary output"
export IMPL_fin_setup_tns_ps=0
export IMPL_drcViolationCount=0
export IMPL_area_leaders="dfrtp_1 (100%), inv_1 (0.47%)"
export IMPL_numCtsBuffers=5
export IMPL_track_usage=0.0389
export IMPL_ys_warn_count=1
export IMPL_ant_nets=0
export IMPL_area_growth_pct=92.4
export IMPL_fp_dieArea_mm2=0.0135
export IMPL_relSlewSlack=0.905
export IMPL_portBuffers=65
export IMPL_io_pins=66
export IMPL_worstMarginPinSlew_ps=142
export IMPL_post_route_period_util=0.965
export IMPL_grt_pass1_vias=637
export IMPL_ys_chip_area_um2=805
export IMPL_rsz0062_at_grt="true"
export IMPL_grt_pass1_wl_um=4000
export IMPL_num_vias=543
export IMPL_postSynthSeqShare=0.995
export IMPL_cp_required_ps=800
export IMPL_cts_buffer_depth=2
export IMPL_slew_viol_final=0
export IMPL_antenna_cells=0
export IMPL_cts_resized=104
export IMPL_antenna_found_initial=0
export IMPL_core_mm2=0.00885
export IMPL_drt_vias_per_instance=2.51
export IMPL_layout_cells_non_filler=216
export IMPL_cts_tree="done"
export IMPL_largest_register_ffs=32
export IMPL_top_area_cell="dfrtp_1"
export IMPL_cp_cell_sequence="buf_2"
export IMPL_routed_wl_um=2740
export IMPL_dp_cells=208
export IMPL_crit_family="flip-flops"
export IMPL_logic_area_um2=0
export IMPL_clkTransAtPathRegs_ps=60
export IMPL_htreeDepth=2
export IMPL_hold_viol_final=0
export IMPL_cts_hold_fix_buffers=0
export IMPL_post_cts_buffers=0
export IMPL_path_buffers=1
export IMPL_startpoint="out_data[27]"
export IMPL_fp_row_count=34
export IMPL_largestRegisters="out_data (32)"
export IMPL_fmax_mhz=1040
export IMPL_crit_fanout=1
export IMPL_top_register="out_data"
export IMPL_drive_gt1_frac=0.370
export IMPL_hp_class="input port to asynchronous set/reset pin"
export IMPL_routedWlPerCell_um=12.7
export IMPL_tool_warnings=26
export IMPL_worstSetupStartpointType="flip-flop"
export IMPL_netlist_area_um2=805
export IMPL_mostFrequentLayoutCells="clkdlybuf4s50_1 (33), dfrtp_1 (32), buf_2 (32)"
export IMPL_first_iter_violations=6
export IMPL_gr_total_overflow=0
export IMPL_final_common_cell="clkdlybuf4s50_1"
export IMPL_power_density_mw_per_mm2=1660
export IMPL_clkSinkCount=32
export IMPL_critPathSlowestCell="dfrtp_1"
export IMPL_crit_type="flip-flop to primary output"
export IMPL_synthCells=33
export IMPL_floorplan_core_util=0.0909
export IMPL_synth_area_per_cell_um2=24.4
export IMPL_dr_pass1_iters=2
export IMPL_cp_arrival_ps=760
export IMPL_yosysTopAreaCellShare=0.995
export IMPL_power_leakage_nw=0.693
export IMPL_finalCriticalPeriod_ps=965
export IMPL_multiInputCombCellCount=0
export IMPL_cts_root_buf="clkbuf_8"
export IMPL_vdd_drop_max_mv=0.567
export IMPL_synth_flops=32
export IMPL_slowest_delay_ps=370
export IMPL_synth_cell_types=2
## metal layers
layer,track usage,share of wire,vias to the layer above
met5,0,0,-
met4,0.00334,0,0
met3,0.0345,0.20,0
met2,0.0538,0.40,53
met1,0.0462,0.40,245
li1,-,-,245
## synthesized netlist by cell type, drive strengths merged
library cell / n
dfrtp: 32
inv: 1
## per-stage QoR
stage / instance area, um2 / util
floorplan: 805 / -
global placement: 1620 / 0.183
detailed placement: 1620 / 0.183
CTS: 1550 / 0.175
global route: 1550 / 0.175
finish: 1550 / 0.175
## power breakdown
group	leakage [nW]	total (W)	switching [W]	internal, W
logic	0.275	0.000226	0.0000621	0.000164
clock network	0.0455	0.000977	0.000417	0.000560
registers	0.373	0.00137	0.0000135	0.00136
## logic make-up (layout without fill, tap and decap cells)
| group | after synthesis | after routing | share of synthesized area |
|---|---|---|---|
| buffers and inverters | 1 | 76 | 0.00466 |
| DFF | 32 | 32 | 0.995 |
## final cells by class
| class | instances | area [um2] |
|---|---|---|
| tap | 108 | 135 |
| fill | 998 | 7300 |
| timing repair buffer | 67 | 518 |
| inverter | 1 | 3.75 |
| clock buffer | 8 | 90.1 |
| sequential | 32 | 801 |
## final timing paths
path	endpoint	slack, ps	depth (start not counted)
max	out_data[27]	40	1
min	out_data[4]	290	3
max in group asynchronous	out_data[10]	550	3
min in group clk0	out_data[13]	360	1
Power is estimated from default activity; no workload was simulated.
