[flow/config.mk]
export PLATFORM = sky130hd
export DESIGN_NAME = alu
export DESIGN_NICKNAME = alu
export VERILOG_FILES = /design/flow/design.v
export SDC_FILE = /design/flow/constraint.sdc
export NUM_CORES = 4
export LEC_CHECK = 1
export CORE_UTILIZATION = 30
[flow/constraint.sdc]
current_design alu

set clk_period 15.5
set clk_io_pct 0.2

create_clock -name clk0 -period $clk_period

set non_clock_inputs [all_inputs -no_clocks]
set_input_delay [expr $clk_period * $clk_io_pct] -clock clk0 $non_clock_inputs
set_output_delay [expr $clk_period * $clk_io_pct] -clock clk0 [all_outputs]
[flow/design.v]
`timescale 1ns / 1ps
module alu( alu_sel,
                Operand1,
                Operand2,
                Result,
                flagZ
              );    
  input [2:0]  alu_sel;
  input [31:0]  Operand1,
             Operand2;
output reg [31:0] Result = 32'b0;
output reg  flagZ = 1'b0;   
  parameter  [2:0] ADD = 3'b010,
                 SUB = 3'b110,
  			     OR = 3'b001,
                 AND = 3'b000,
  				 SLT = 3'b111,
  				 EQU = 3'b101;
always @ (alu_sel or Operand1 or Operand2)
begin
   case (alu_sel)
   ADD: begin
     Result = Operand1 + Operand2;
     flagZ  = (Result == 32'b0);
    end
   SUB: begin
     Result = Operand1 - Operand2;
     flagZ  = (Result == 32'b0);
    end
   AND: begin
     Result = Operand1 & Operand2;
     flagZ  = (Result == 16'b0);
    end
   OR:  begin
      Result = Operand1 | Operand2;
     flagZ  = (Result == 32'b0);
     end
     SLT:  begin
       if(Operand1<Operand2) Result = 32'b1;
       else Result = 32'b0;
     flagZ  = (Result == 32'b0);
     end
     EQU:  begin
       if(Operand1==Operand2) Result = 32'b1;
       else Result = 32'b0;
     flagZ  = (Result == 32'b0);
     end
   default: begin
     Result = 32'b0;
     flagZ  = 1'b0;
    end
   endcase
end
endmodule
[flow/run.sh]
#!/bin/bash
# OpenROAD 26Q1-2900-gdf79404cd8, Yosys 0.63+post, stock flow scripts
make -C /OpenROAD-flow-scripts/flow DESIGN_CONFIG=/design/flow/config.mk WORK_HOME=/design/flow/orfs finish
==> GITHUB_STEP_SUMMARY <==
## PnR job results

| Metric | Value |
|---|---|
| Registers | `0` |
| Final wirelength | `roughly 23 mm` |
| Cell Area, Placed | `roughly 0.0067 mm2` |
| Slowest CP cell | `a2111oi_1` |
| Post-route cell area | `a little under 0.007 mm2` |
| Fp_density | `0.3096` |
| Commonest cells in the netlist | `ha_1, inv_1, a21oi_1, nor2_1, nand2_1` |
| Distinct cells, synth | `roughly 77` |
| Max Clk Rate | `roughly 92 MHz` |
| Number of global-route vias before repair | `between 6000 and 7000` |
| Pre-CTS WS | `~4.7 ns` |
| Wire per inst | `around 20 um` |
| Warnings, synthesis | `1` |
| Count leader, synth | `ha_1` |
| Max Cap Viol | `0` |
| Largest net degree at the start of global routing | `a little over 50` |
| Setup_tns | `0 ns` |
| Mapped Area | `0.005619 mm2` |
| Post-synth seq share | `0` |
| Peak VDD IR | `0.01375 mV` |
| Total grt overflow | `0` |
| Die Y | `between 100 and 150 um` |
| YS chip area | `0.005619 mm2` |
| P_leak | `2.896 nW` |
| Post-cts resize count | `0` |
| GRT Max-Usage Layer | `met2` |
| Setup violators final | `0` |
| Num rows | `~50` |
| Post-synthesis adder-cell area fraction | `0.2320` |
| Initial DRC Count | `682` |
| Simple share | `0.2184` |
| Number of hold buffers added after cts | `0` |
| Tcrit/Tclk final | `0.7005` |
| Final Slew Violations | `0` |
| CP Class | `input pin to primary output` |
| Die Area | `approximately 0.019 mm2` |
| XORs/XNORs by Area | `0.08729` |
| Area growth syn-to-layout | `20.11%` |
| CP delay by family, top | `AND-OR/OR-AND gates` |
| Met1 usage | `0.3618` |
| Worst-margin pin slew | `~0.73 ns` |
| Mapped Cells | `~840` |
| Status | `completed` |
| Ao+oa area frac | `0.3451` |
| I/O Pins | `roughly 100` |
| Mux share of post-synthesis cell area | `0.01982` |
| Cell area leaders | `ha_1, xnor2_1, a21oi_1` |
| Total GRT Usage | `0.2386` |
| Critical path, cell by cell | `clkdlybuf4s50_1 -> inv_1 -> ha_1 -> nand2_1 -> a211o_1 -> a2111oi_1 -> a21oi_2 -> xnor2_1 -> a2111oi_2 -> nand4_1 -> nor4_2 -> nand4_1 -> o41ai_2 -> a31o_1 -> clkdlybuf4s50_1` |
| Final non-filler cell total | `~1100` |
| Residual DRC | `0` |
| Die X-Extent | `roughly 140 um` |
| Antenna fix cells | `0` |
| Cell Count Post-Placement | `between 1000 and 1500` |
| Reg area | `0 um2` |
| Worst path buffer plus inverter count | `3` |
| Final tally of hold violations | `0` |
| Post-route setup slack | `between 4 and 5 ns` |
| Initial antenna violation count | `0` |
| Startpoint types | `input pin` |
| Worst setup EP type | `primary output` |
| Grt met3 use | `0.01232` |
| Detail Route Antenna Nets | `0` |
| Global Route met2 Usage | `0.3814` |
| First-pass GRT wire length | `approximately 36 mm` |
| Worst EP required | `12.40 ns` |
| Min Tclk post-route | `10.86 ns` |
| Unrepaired setup endpoints after global routing | `no` |
| Yosys Instances | `approximately 840` |
| Drt pass-1 iters | `13` |
| CP arrival | `approximately 7.8 ns` |
| Avg Vias per Cell | `around 5.8` |
| Worst hold path type | `input pin to primary output` |
| Vias | `~6500` |
| IO buf count | `around 100` |
| Max_slew headroom | `0.5141` |
| PD cells | `42.12 mW/mm2` |
| Core area | `roughly 0.018 mm2` |
| Max-area cell share | `0.2249` |
| Post-CTS Setup Bufs | `0` |
| Synth area leader | `ha_1` |
| Syn avg cell area | `6.681 um2` |
| Share of cells above drive strength 1 | `0.03769` |
| Logic family by area | `AND-OR/OR-AND gates` |
| CP max FO | `14` |
| Clock buffer cells | `0` |
| Stage-log warning count | `101` |
| Dpl hpwl | `18.98 mm` |
| Critical path's largest stage delay | `0.71 ns` |
| RePlAce Congestion | `~1` |
[final cells by class]
class / count / area (um2)
inverters: 91 / 341.6
well taps: 229 / 286.5
fillers: 1963 / 11400
repair buffers: 107 / 1049
multi-input cells: 704 / 5072
[where the power goes]
part	switching, W	leakage, nW	internal, W
logic	0.000166	2.90	0.000119
clock network	0	0	0
registers	0	0	0
[layout by cell type, fill, tap and decap left out, types with 4 or more instances in the layout]
cell,Yosys,layout
nor4_1,24,24
nand4_1,22,22
and3_1,5,5
xnor2_1,48,48
o21bai_1,15,15
o31ai_1,15,15
or3_1,10,10
a21o_1,17,17
nand2_1,57,57
mux2i_1,10,10
inv_1,88,88
buf_4,2,7
nor2b_1,13,13
ha_1,101,101
clkdlybuf4s50_1,0,99
o22ai_1,26,26
a21oi_1,72,72
nand3_1,20,20
nor2_1,63,63
a31oi_1,8,8
nor3_1,11,11
a22oi_1,19,19
a21oi_2,4,4
a211oi_1,10,10
o21ai_0,50,50
o211ai_1,4,4
nand2b_1,4,4
xor2_1,8,8
o21a_1,6,6
[final timing paths]
| check | to | cells past startpoint | start | slack (ns) |
|---|---|---|---|---|
| setup / recovery | flagZ | 15 | Operand1[10] | 4.64 |
| hold / removal | Result[21] | 5 | alu_sel[0] | 7.22 |
[cell families (layout without fill, tap and decap cells)]
logic type / after synthesis / after routing
xor+xnor: 56 / 56
buf+inv: 137 / 198
fa+ha+maj: 103 / 103
compound gates: 288 / 288
mux: 11 / 11
simple gates: 246 / 246
[routing by layer]
metal | vias up | routed length, um
met2 | 307 | 10180
met4 | 0 | 399
li1 | 3153 | -
met1 | 3025 | 10800
met5 | - | 0
met3 | 23 | 1539
[stage by stage]
stage | utilization | power, W | hold slack, ns
global placement | 0.3719 | 0.0002830 | 7.212
global route | 0.3719 | 0.0003084 | 7.301
detailed placement | 0.3719 | 0.0002791 | 7.219
CTS | 0.3719 | 0.0002806 | 7.222
finish | 0.3719 | 0.0002843 | 7.222
floorplan | - | 0.0001795 | 6.352
[worst min-delay path, stage by stage]
cell and delay (ns):
buf_2 0.10, buf_4 0.29, nand2_1 0.11, o21ai_0 0.09, clkdlybuf4s50_1 0.41
Power figures rest on the tool's default switching activity, not on a simulated workload.
